==> flow/design.v <==
module LCD2002(
	input CLK,
	input _RST,
	output reg rw,
	output LCD_E ,
	output reg LCD_RS,
	output reg[7:0]LCD_DATA,
	input [159:0]row_1,row_2
);
initial begin 
	rw = 0;
end
parameter TIME_20MS=1_000_000; 
reg[19:0]cnt_20ms;
always@(posedge CLK or negedge _RST)
    if(!_RST)
        cnt_20ms<=1'b0;
    else if(cnt_20ms==TIME_20MS-1'b1)
        cnt_20ms<=cnt_20ms;
    else
        cnt_20ms<=cnt_20ms+1'b1 ;
wire delay_done=(cnt_20ms==TIME_20MS-1'b1)?1'b1:1'b0; 
parameter TIME_500HZ=100_000; 
reg[19:0]cnt_500hz;
always@(posedge CLK or negedge _RST)
    if(!_RST)
        cnt_500hz<=1'b0;
    else if(delay_done)begin
        if(cnt_500hz==TIME_500HZ-1'b1)
            cnt_500hz<=1'b0;
        else
            cnt_500hz<=cnt_500hz+1'b1;
			end
    else
        cnt_500hz<=1'b0;
assign LCD_E=(cnt_500hz>(TIME_500HZ-1'b1)/2)?1'b0:1'b1; 
wire write_flag=(cnt_500hz==TIME_500HZ-1'b1)?1'b1:1'b0; 
parameter IDLE=8'h00;
parameter SET_FUNCTION=8'h01;
parameter DISP_OFF=8'h02;
parameter DISP_CLEAR=8'h03;
parameter ENTRY_MODE=8'h04;
parameter DISP_ON=8'h05;
parameter ROW1_ADDR=8'h06;
parameter ROW1_0=8'h07;
parameter ROW1_1=8'h08;
parameter ROW1_2=8'h09;
parameter ROW1_3=8'h0A;
parameter ROW1_4=8'h0B;
parameter ROW1_5=8'h0C;
parameter ROW1_6=8'h0D;
parameter ROW1_7=8'h0E;
parameter ROW1_8=8'h0F;
parameter ROW1_9=8'h10;
parameter ROW1_A=8'h11;
parameter ROW1_B=8'h12;
parameter ROW1_C=8'h13;
parameter ROW1_D=8'h14;
parameter ROW1_E=8'h15;
parameter ROW1_F=8'h16;
parameter ROW1_10=8'h17;
parameter ROW1_11=8'h18;
parameter ROW1_12=8'h19;
parameter ROW1_13=8'h1A;
parameter ROW2_ADDR=8'h1B;
parameter ROW2_0=8'h1C;
parameter ROW2_1=8'h1D;
parameter ROW2_2=8'h1E;
parameter ROW2_3=8'h1F;
parameter ROW2_4=8'h20;
parameter ROW2_5=8'h21;
parameter ROW2_6=8'h22;
parameter ROW2_7=8'h23;
parameter ROW2_8=8'h24;
parameter ROW2_9=8'h25;
parameter ROW2_A=8'h26;
parameter ROW2_B=8'h27;
parameter ROW2_C=8'h28;
parameter ROW2_D=8'h29;
parameter ROW2_E=8'h2A;
parameter ROW2_F=8'h2B;
parameter ROW2_10=8'h2C;
parameter ROW2_11=8'h2D;
parameter ROW2_12=8'h2E;
parameter ROW2_13=8'h2F;
reg[5:0]c_state; 
reg[5:0]n_state; 
always@(posedge CLK or negedge _RST)
    if(!_RST)
        c_state<=IDLE;
    else if(write_flag) 
        c_state<=n_state;
    else
        c_state<=c_state;
always@(*)
    case (c_state)
        IDLE:n_state=SET_FUNCTION;
        SET_FUNCTION:n_state=DISP_OFF;
        DISP_OFF:n_state=DISP_CLEAR;
        DISP_CLEAR:n_state=ENTRY_MODE;
        ENTRY_MODE:n_state=DISP_ON;
        DISP_ON:n_state=ROW1_ADDR;
        ROW1_ADDR:n_state=ROW1_0;
        ROW1_0:n_state=ROW1_1;
        ROW1_1:n_state=ROW1_2;
        ROW1_2:n_state=ROW1_3;
        ROW1_3:n_state=ROW1_4;
        ROW1_4:n_state=ROW1_5;
        ROW1_5:n_state=ROW1_6;
        ROW1_6:n_state=ROW1_7;
        ROW1_7:n_state=ROW1_8;
        ROW1_8:n_state=ROW1_9;
        ROW1_9:n_state=ROW1_A;
        ROW1_A:n_state=ROW1_B;
        ROW1_B:n_state=ROW1_C;
        ROW1_C:n_state=ROW1_D;
        ROW1_D:n_state=ROW1_E;
        ROW1_E:n_state=ROW1_F;
        ROW1_F:n_state=ROW1_10;
		  ROW1_10:n_state=ROW1_11;
		  ROW1_11:n_state=ROW1_12;
		  ROW1_12:n_state=ROW1_13;
		  ROW1_13:n_state=ROW2_ADDR;	
        ROW2_ADDR:n_state=ROW2_0;
        ROW2_0:n_state=ROW2_1;
        ROW2_1:n_state=ROW2_2;
        ROW2_2:n_state=ROW2_3;
        ROW2_3:n_state=ROW2_4;
        ROW2_4:n_state=ROW2_5;
        ROW2_5:n_state=ROW2_6;
        ROW2_6:n_state=ROW2_7;
        ROW2_7:n_state=ROW2_8;
        ROW2_8:n_state=ROW2_9;
        ROW2_9:n_state=ROW2_A;
        ROW2_A:n_state=ROW2_B;
        ROW2_B:n_state=ROW2_C;
        ROW2_C:n_state=ROW2_D;
        ROW2_D:n_state=ROW2_E;
        ROW2_E:n_state=ROW2_F;
        ROW2_F:n_state=ROW2_10;
		  ROW2_10:n_state=ROW2_11;
		  ROW2_11:n_state=ROW2_12;
		  ROW2_12:n_state=ROW2_13;
		  ROW2_13:n_state=ROW1_ADDR;	 
        default:;
    endcase
always@(posedge CLK or negedge _RST)
    if(!_RST)
        LCD_RS<=1'b0; 
    else if(write_flag)
        if((n_state==SET_FUNCTION)||(n_state==DISP_OFF)||(n_state==DISP_CLEAR)||(n_state==ENTRY_MODE)||(n_state==DISP_ON)||(n_state==ROW1_ADDR)||(n_state==ROW2_ADDR))
            LCD_RS<=1'b0; 
        else
            LCD_RS<=1'b1;
    else
        LCD_RS<=LCD_RS;
always@(posedge CLK or negedge _RST)
    if(!_RST)
        LCD_DATA<=1'b0;
    else if(write_flag)
        case(n_state)
            IDLE:LCD_DATA<=8'hxx;
            SET_FUNCTION:LCD_DATA<=8'h38; 
            DISP_OFF:LCD_DATA<=8'h08; 
            DISP_CLEAR:LCD_DATA<=8'h01; 
            ENTRY_MODE:LCD_DATA<=8'h06; 
            DISP_ON:LCD_DATA<=8'h0c; 
            ROW1_ADDR:LCD_DATA<=8'h80; 
            ROW1_0:LCD_DATA<=row_1[ 159: 152];
            ROW1_1:LCD_DATA<=row_1[ 151: 144];
            ROW1_2:LCD_DATA<=row_1[ 143: 136];
            ROW1_3:LCD_DATA<=row_1[ 135: 128];
            ROW1_4:LCD_DATA<=row_1[ 127: 120];
            ROW1_5:LCD_DATA<=row_1[ 119: 112];
            ROW1_6:LCD_DATA<=row_1[ 111: 104];
            ROW1_7:LCD_DATA<=row_1[ 103: 96];
            ROW1_8:LCD_DATA<=row_1[ 95: 88];
            ROW1_9:LCD_DATA<=row_1[ 87: 80];
            ROW1_A:LCD_DATA<=row_1[ 79: 72];
            ROW1_B:LCD_DATA<=row_1[ 71: 64];
            ROW1_C:LCD_DATA<=row_1[ 63: 56];
            ROW1_D:LCD_DATA<=row_1[ 55: 48];
            ROW1_E:LCD_DATA<=row_1[ 47:  40];
            ROW1_F:LCD_DATA<=row_1[  39:  32];
            ROW1_10:LCD_DATA<=row_1[  31:  24];
				ROW1_11:LCD_DATA<=row_1[  23:  16];
				ROW1_12:LCD_DATA<=row_1[  15:  8];
				ROW1_13:LCD_DATA<=row_1[  7:  0];
				ROW2_ADDR:LCD_DATA<=8'hc0; 
				ROW2_0:LCD_DATA<=row_2[ 159: 152];
            ROW2_1:LCD_DATA<=row_2[ 151: 144];
            ROW2_2:LCD_DATA<=row_2[ 143: 136];
            ROW2_3:LCD_DATA<=row_2[ 135: 128];
            ROW2_4:LCD_DATA<=row_2[ 127: 120];
            ROW2_5:LCD_DATA<=row_2[ 119: 112];
            ROW2_6:LCD_DATA<=row_2[ 111: 104];
            ROW2_7:LCD_DATA<=row_2[ 103: 96];
            ROW2_8:LCD_DATA<=row_2[ 95: 88];
            ROW2_9:LCD_DATA<=row_2[ 87: 80];
            ROW2_A:LCD_DATA<=row_2[ 79: 72];
            ROW2_B:LCD_DATA<=row_2[ 71: 64];
            ROW2_C:LCD_DATA<=row_2[ 63: 56];
            ROW2_D:LCD_DATA<=row_2[ 55: 48];
            ROW2_E:LCD_DATA<=row_2[ 47:  40];
            ROW2_F:LCD_DATA<=row_2[  39:  32];
            ROW2_10:LCD_DATA<=row_2[  31:  24];
				ROW2_11:LCD_DATA<=row_2[  23:  16];
				ROW2_12:LCD_DATA<=row_2[  15:  8];
				ROW2_13:LCD_DATA<=row_2[  7:  0];
        endcase
    else
        LCD_DATA<=LCD_DATA;
endmodule
==> flow/run.sh <==
#!/bin/bash
# OpenROAD 26Q1-2900-gdf79404cd8, Yosys 0.63+post, stock flow scripts
make -C /OpenROAD-flow-scripts/flow DESIGN_CONFIG=/design/flow/config.mk WORK_HOME=/design/flow/orfs finish
==> flow/config.mk <==
export PLATFORM = sky130hd
export DESIGN_NAME = LCD2002
export DESIGN_NICKNAME = LCD2002
export VERILOG_FILES = /design/flow/design.v
export SDC_FILE = /design/flow/constraint.sdc
export NUM_CORES = 4
export LEC_CHECK = 1
export CORE_AREA = 10 10 179 179
export DIE_AREA = 0 0 189 189
==> flow/constraint.sdc <==
current_design LCD2002

set clk_period 3.5
set clk_io_pct 0.2

create_clock -name clk0 -period $clk_period [get_ports {CLK}]

set non_clock_inputs [all_inputs -no_clocks]
set_input_delay [expr $clk_period * $clk_io_pct] -clock clk0 $non_clock_inputs
set_output_delay [expr $clk_period * $clk_io_pct] -clock clk0 [all_outputs]
==> results.json <==
{
  "cp_data_arrival_time_ps": 2990,
  "grt_use_met3_pct": 5.32,
  "grt_pass1_wl_um": 52700,
  "hold_start": "cnt_20ms[19]",
  "htree_levels": 2,
  "final-setup-viol-count": 0,
  "grt_pass1_vias": 7172,
  "final_max_slew_viol_count": 0,
  "cpMaxStageDelayCell": "a2111oi_0",
  "openroad.warnings": 25,
  "met2_usage_pct": 34.3,
  "grt-busiest-layer": "met2",
  "slew_headroom_pct": 30.8,
  "max_cap_violations": 0,
  "remaining_drc_errors": 0,
  "critPathLaunchType": "input pin",
  "ys_async_sr_fraction_pct": 90.2,
  "rows": 61,
  "worstSetupPathType": "in2reg",
  "dr.pass1.iters": 5,
  "instances_no_fill": 1375,
  "untimed_endpoints": 6,
  "cts_tree": "done",
  "end_kind": "register",
  "fp_util_pct": 19.2,
  "ff_type": "dfrtp_1",
  "wire_per_inst_um": 27.6,
  "gp_congestion": 0.986,
  "antenna_found_initial": 4,
  "vias": 7112,
  "power-per-cell-area_nw_per_um2": 164,
  "layout-drive-gt1-share_pct": 7.94,
  "edf_count": 0,
  "die_h_um": 189,
  "clockRootBuffer": "clkbuf_16",
  "fin_crit_ps": 2870,
  "leakagePower_uw": 0.00356,
  "syn_inst": 657,
  "synth_area_um2": 5370,
  "clock_path_buffers": 2,
  "drt_iter0_drc": 571,
  "peakVddDrop_uv": 201,
  "insertion_delay_ps": 290,
  "syn_area_per_cell_um2": 8.17,
  "slowest_delay_ps": 890,
  "tightest_slew_ps": 1010,
  "cts_made_buffers": 5,
  "grt_remaining_overflow": 0,
  "unclocked_regs": 6,
  "hold_buffers": 0,
  "hold_ws_ps": 471,
  "grt_max_degree": 56,
  "post_cts.repair.setup_buffers": 0,
  "dp_hpwl_um": 31700,
  "drt-total-wl_um": 38000,
  "clock_power_share_pct": 32.3,
  "grt_use_total_pct": 20.3,
  "finalHoldViolCount": 0,
  "yosys_warnings": 1,
  "die-area_um2": 35700,
  "p_int_uw": 1240,
  "p_sw_uw": 304,
  "startpoint": "row_2[144]",
  "path_clk_slew_ps": 70,
  "ios": 333,
  "ys_types": 67,
  "met1_usage_pct": 25.5,
  "fin_skew_ps": 8.41,
  "syn2layout_area_growth_pct": 74.4,
  "ant_nets": 0,
  "fin_crit_sh_pct": 82.1,
  "p_seq_share_pct": 41.2,
  "ys_cells": 657,
  "routed_via_density": 5.17,
  "fmax_mhz": 348,
  "power.total_uw": 1540,
  "outcome": "complete, no violations",
  "combPwrFrac_pct": 26.5,
  "hp-class": "reg2reg",
  "crit_fanout": 2,
  "critPathRequiredTime_ps": 3620,
  "dp.cells": 1366,
  "yosys_area_um2": 5370,
  "portBuffers": 331,
  "path_cells": "clkdlybuf4s50_1, a222oi_1, nand3_1, a2111oi_0, a41oi_1",
  "die.size.x_um": 189,
  "r2r-start": "cnt_500hz[0]",
  "rsz0062_at_grt": "false",
  "setup_tns_ps": 0,
  "sw_frac_of_total_pct": 19.8,
  "ys_ff": 61,
  "ctsResizeCount": 0,
  "core_um2": 28000
}
[metrics by stage]
stage | utilization, % | instance area [um2] | setup WS [ps]
final | 33.4 | 9370 | 626
after global routing | 33.4 | 9370 | 503
after CTS | 33.4 | 9360 | 490
after detailed placement | 32.9 | 9220 | 158
after global placement | 32.9 | 9220 | 171
after floorplan | - | 5370 | 1410
[worst max-delay path: cells and delay by family]
family	cells	cell delay [ps]
compound gates	3	1580
simple gates	1	210
buf+inv	1	490
[state kept, by name (all words and copies together) (netlist names)]
register and count:
n_state 6, cnt_500hz 20, c_state 6, LCD_RS 1
LCD_DATA 8, cnt_20ms 20
[power by group through the flow]
stage | Combinational, uW | Sequential (uW) | Clock (uW)
finish | 409 | 635 | 497
CTS | 410 | 635 | 512
global route | 428 | 635 | 538
[cells in the final DEF (no fill, tap or decap), drive strengths merged, types with 5 or more instances in the layout]
cell	n
a2111oi	8
a21oi	12
a22o	5
a22oi	92
a31oi	7
a32oi	19
and3	32
buf	39
clkbuf	6
clkdlybuf4s50	330
dfrtp	55
dlxtn	6
inv	8
mux2	15
mux2i	6
nand2	49
nand2b	12
nand3	37
nand4	19
nand4b	6
nor2	81
nor2b	6
nor3	15
nor4	8
nor4b	7
nor4bb	5
o21ai	13
xnor2	19
xor2	18
[worst paths after layout]
kind	end	slack [ps]	cells past startpoint
worst max-delay path	LCD_DATA[0]	630	5
worst min-delay path	cnt_20ms[19]	470	1
worst max register to register	cnt_500hz[14]	910	6
worst min register to register	cnt_20ms[19]	470	1
max in group asynchronous	cnt_500hz[15]	2460	2
min in group asynchronous	cnt_20ms[15]	550	2
[cell usage after synthesis (10+ instances only)]
| master | n | share of area, % |
|---|---|---|
| xnor2_1 | 19 | 3.1 |
| nand2b_1 | 10 | 1.2 |
| nand4_1 | 19 | 2.2 |
| mux2_2 | 15 | 3.1 |
| clkbuf_1 | 12 | 0.84 |
| nand2_1 | 49 | 3.4 |
| xor2_1 | 18 | 2.9 |
| nor3_1 | 15 | 1.4 |
| a21oi_1 | 12 | 1.1 |
| and3_1 | 32 | 3.7 |
| nor2_1 | 81 | 5.7 |
| nand3_1 | 37 | 3.4 |
| a32oi_1 | 19 | 3.1 |
| o21ai_0 | 11 | 1.0 |
| dfrtp_1 | 55 | 26 |
| buf_2 | 14 | 1.3 |
| a22oi_1 | 92 | 13 |
[routing by layer]
layer,up-vias,wire length (um)
met2,361,18500
met1,3474,15300
met3,45,3250
met5,-,21
li1,3228,-
met4,4,921
[final cells by class]
type	instances	area, um2
diodes	2	5.00
clock buffers	6	139
clock inverters	1	5.00
fillers	2927	18600
inverters	8	30.0
multi-input cells	550	3660
flip-flops and latches	61	1470
well taps	378	473
repair buffers	369	3590
[cells by family after synthesis]
family | synth area share [%]
and+or+nand+nor | 31.5
AOI/OAI and AO/OA | 24.8
DFF | 25.6
buffers and inverters | 4.73
xor gates and xnor gates | 6.03
muxes | 5.10
latches | 1.68
adders and majority gates | 0.466
other | 0.0698
Power figures rest on the tool's default switching activity, not on a simulated workload.
